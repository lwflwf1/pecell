File: flow/design.v
typedef enum logic {LOW, RAND} rdata_busy_mode_e;
typedef enum logic[1:0] {IDLE, CALCULATE, READ, WRITE} work_mode_e;
module dff #(
    parameter DLY = 1
    )(
    input clk,     
    input rst_n,   
    input D,
    output reg Q,
    output Q_n
);
always @(negedge rst_n or posedge clk) begin
    if(rst_n == 1'b0) begin
        Q <= 1'b1;
    end else begin
        Q <= #DLY D;
    end
end
assign Q_n = ~Q;
endmodule
module ripple_counter #(
    parameter WID_COUNT = 6
    )(
    input clk,     
    input rst_n,   
    output [WID_COUNT-1:0]result
);
wire [WID_COUNT:0]Q;
wire [WID_COUNT-1:0]Q_n;
assign Q[0] = clk;
genvar i;
generate
for(i=0;i<WID_COUNT;i=i+1) begin 
    dff u_dff(
        .clk  (Q[i]),
        .rst_n(rst_n),
        .D    (Q_n[i]),
        .Q    (Q[i+1]),
        .Q_n  (Q_n[i])
    );
end
endgenerate
assign result = Q_n;
endmodule
File: flow/run.sh
#!/bin/bash
# OpenROAD 26Q1-2900-gdf79404cd8, Yosys 0.63+post, stock flow scripts
make -C /OpenROAD-flow-scripts/flow DESIGN_CONFIG=/design/flow/config.mk WORK_HOME=/design/flow/orfs finish
File: flow/config.mk
export PLATFORM = sky130hd
export DESIGN_NAME = ripple_counter
export DESIGN_NICKNAME = ripple_counter
export VERILOG_FILES = /design/flow/design.v
export SDC_FILE = /design/flow/constraint.sdc
export NUM_CORES = 4
export LEC_CHECK = 1
export CORE_AREA = 10 10 70 70
export DIE_AREA = 0 0 80 80
File: flow/constraint.sdc
current_design ripple_counter

set clk_period 1.4
set clk_io_pct 0.2

create_clock -name clk0 -period $clk_period [get_ports {clk}]

set non_clock_inputs [all_inputs -no_clocks]
set_input_delay [expr $clk_period * $clk_io_pct] -clock clk0 $non_clock_inputs
set_output_delay [expr $clk_period * $clk_io_pct] -clock clk0 [all_outputs]
==> notes.md <==
impl run done, here's what came out: crit path DRT 1120 ps, Core Util, Final a little under a tenth, count of tool warnings 28, die width approximately 80 µm, drt total wl 315 µm, vias in the first global route roughly 110, Worst R2R Setup Slack slightly below 800 ps, drt wl/cell 4.85 µm, Rows 21, worst-path fanout max 2, Synth Warn # 1, Largest register FFs 6, Die ar. between 6000 and 7000 µm², Crit. End Element primary output, Tcrit/Tclk final around 87%, min Tclk post-route 1220 ps, DR vias ~90, Layout area overhead 36.7%, Logic area 0 µm², io pins 8, Chip Area, Yosys 225 µm², GRT Overall Usage less than 1%, Max Cap Viol 0, Core ar. about 3400 µm², Final WS setup 175 ps, Slew Viols, Final 0, number of unconstrained endpoints 10, Pre-antenna DRT Iters 1, most flop-heavy register genblk1.u_dff.Q, DR iter-0 viols 0, Setup WS pre-CTS approximately 170 ps, Largest regs genblk1.u_dff.Q (6), LEAKAGE around 0.098 nW, hold buffer count at cts 0, Final Setup Violations 0, Logic Gate Count 0, Netlist cell types 3, die y size around 80 µm, Hold WC Path Type reg -> reg, final clock skew 0 ps, Clock Pin Slew Worst Setup and Hold Paths 0 ps, Main area contributors dfstp_2 (70%), buf_4 (20%), inv_1 (10%), Mapped Cells 18, number of routed nets with antenna violations 0, Remaining DRCs 0, Placer Congestion 0.708, dominant logic cell type in the layout clkdlybuf4s50_1, sequential fraction of the synthesis area a little over two thirds, Slew headroom approximately four fifths, Synth Register Bits 6, RSZ-0062 raised after global routing false, post_cts resized 0, Top Layout Cells clkdlybuf4s50_1 (7), inv_1 (6), dfstp_2 (6), Pwr per Cell Area 118 nW/µm², largest net degree at the start of global routing 7, drt via density between 1 and 1.5, setup bufs post-CTS 0, total power 0.0364 mW, first-pass GRT wire length ~500 µm, status complete, no violations, diode count 0, Synth area leader dfstp_2, worst vdd ir around 120 µV, setup total negative slack 0 ps, register pins left without a clock 5, Worst setup SP type register, layout cells sized above 1 31.6%, Cell Area, Synth ~230 µm², fmax ~820 MHz, quantity of I/O buffers inserted on ports 7, Overflow after GRT 0, Final Hold Fails 0, Worst-Margin Slew between 200 and 300 ps, Synth Area per Inst between 10 and 15 µm², CP Class reg -> out, Final HPWL DP approximately 300 µm, cells in synth_stat.txt 18, FP Core Util 6.59%, initial antenna violation count 0, Top cell area share between 70% and 80%, Worst-Skew Late Latency 0 ps, arrival time at the worst endpoint about 940 ps
==> cells in the mapped netlist <==
cell type / instances
buf_4: 6
inv_1: 6
dfstp_2: 6
==> stage by stage <==
stage,hold slack [ps],std cells,area (µm²)
floorplan,132,18,225
global placement,440,65,308
detailed placement,445,65,308
CTS,446,65,308
global route,471,65,308
finish,442,65,308
==> final timing paths <==
kind	startpoint	end	cells past startpoint
worst max-delay path	genblk1[0].u_dff.Q	result[0]	2
worst min-delay path	genblk1[0].u_dff.Q	genblk1[0].u_dff.Q	1
worst max register to register	genblk1[0].u_dff.Q	genblk1[0].u_dff.Q	1
worst min register to register	genblk1[0].u_dff.Q	genblk1[0].u_dff.Q	1
max in group asynchronous	rst_n	genblk1[0].u_dff.Q	1
min in group asynchronous	rst_n	genblk1[0].u_dff.Q	1
==> final cells by class <==
class	count	area (µm²)
flip-flops and latches	6	158
well taps	46	57.6
repair buffers	7	70.1
fillers	404	3110
inverters	6	22.5
==> worst max-delay path, cell delays in order (launching register included) <==
cell and delay (ps):
dfstp_2 500, inv_1 40, clkdlybuf4s50_1 400
==> kinds of logic after synthesis <==
logic type,synth area share (%)
buffers and inverters,30.0
DFF,70.0
==> layer usage <==
metal	track usage, %	share of wire (%)	vias to the layer above	wire (µm)
met5	0	0	-	0
met4	0	0	0	0
met3	0.795	26	0	83
met2	1.20	30	7	95
met1	1.28	43	39	135
li1	-	-	44	-
==> power breakdown <==
| part | internal [mW] | switching (mW) | total (mW) |
|---|---|---|---|
| combinational | 0.00248 | 0.00332 | 0.00580 |
| clock | 0 | 0 | 0 |
| sequential | 0.0306 | 0 | 0.0306 |
| total | 0.0331 | 0.00332 | 0.0364 |
Power figures rest on the tool's default switching activity, not on a simulated workload.
