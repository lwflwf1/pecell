==> ./design.v <==
typedef enum logic {LOW, RAND} rdata_busy_mode_e;
typedef enum logic[1:0] {IDLE, CALCULATE, READ, WRITE} work_mode_e;
module pe_cell_reg_inf #(
	parameter ROW     = 36,
    parameter WID_Y   = 8,
    parameter NUM_Y   = (2**WID_Y)/8,
    parameter WID_BUS = 8,
    parameter WID_ACC = 24,
    parameter DLY     = 1
)(
    input clk,     
    input rst_n,   
    input psel,
    input [7:0]paddr,
    input pwrite,
    input [7:0]pwdata,
    input penable,
    output reg [7:0]prdata,
    output pready,
    output [31:0]reg_set_cycle,
    output [7:0]reg_reuse,
    input [WID_ACC*NUM_Y-1:0]reg_acc,
    input [WID_BUS*ROW-1:0]reg_pe_cache,
    input [7:0]reg_alarm
);
localparam SET_CYCLE0_PA = 8'h00;
localparam SET_CYCLE1_PA = 8'h01;
localparam SET_CYCLE2_PA = 8'h02;
localparam SET_CYCLE3_PA = 8'h03;
localparam REUSE_PA      = 8'h04;
wire write;
wire reg_set_cycle0_wr;
wire reg_set_cycle1_wr;
wire reg_set_cycle2_wr;
wire reg_set_cycle3_wr;
wire reg_reuse_wr;
wire [7:0]reg_set_cycle0;
wire [7:0]reg_set_cycle1;
wire [7:0]reg_set_cycle2;
wire [7:0]reg_set_cycle3;
assign write  = pwrite & psel & penable & pready;
assign read   = ~pwrite & psel & ~penable;
assign pready = 1'b1;
assign reg_set_cycle0_wr = write & (paddr == SET_CYCLE0_PA);
assign reg_set_cycle1_wr = write & (paddr == SET_CYCLE1_PA);
assign reg_set_cycle2_wr = write & (paddr == SET_CYCLE2_PA);
assign reg_set_cycle3_wr = write & (paddr == SET_CYCLE3_PA);
assign reg_reuse_wr      = write & (paddr == REUSE_PA);
assign reg_set_cycle = {reg_set_cycle3,reg_set_cycle2,reg_set_cycle1,reg_set_cycle0};
REG_RW #(
    .INI(8'h50)
) U_REG_RW_REG_SET_CYCLE0(
.clk    (clk)              ,
.rst_n  (rst_n)            ,
.wen    (reg_set_cycle0_wr),
.din    (pwdata)           ,
.dout   (reg_set_cycle0)           
);
REG_RW #(
    .INI(8'hc3)
) U_REG_RW_REG_SET_CYCLE1(
.clk    (clk)              ,
.rst_n  (rst_n)            ,
.wen    (reg_set_cycle1_wr),
.din    (pwdata)           ,
.dout   (reg_set_cycle1)           
);
REG_RW #(
    .INI(8'h00)
) U_REG_RW_REG_SET_CYCLE2(
.clk    (clk)              ,
.rst_n  (rst_n)            ,
.wen    (reg_set_cycle2_wr),
.din    (pwdata)           ,
.dout   (reg_set_cycle2)           
);
REG_RW #(
    .INI(8'h00)
) U_REG_RW_REG_SET_CYCLE3(
.clk    (clk)              ,
.rst_n  (rst_n)            ,
.wen    (reg_set_cycle3_wr),
.din    (pwdata)           ,
.dout   (reg_set_cycle3)           
);
REG_RW #(
    .INI({5'd6,1'b0,2'b01})
) U_REG_RW_REG_REUSE(
.clk    (clk)         ,
.rst_n  (rst_n)       ,
.wen    (reg_reuse_wr),
.din    (pwdata)      ,
.dout   (reg_reuse)           
);
always @(posedge clk or negedge rst_n) begin
    if(~rst_n) begin
        prdata <= 'd0;
    end else begin
        if(read == 1'b1) begin 
            case(paddr)
                SET_CYCLE0_PA: prdata <= #DLY reg_set_cycle0;
                SET_CYCLE1_PA: prdata <= #DLY reg_set_cycle1;
                SET_CYCLE2_PA: prdata <= #DLY reg_set_cycle2;
                SET_CYCLE3_PA: prdata <= #DLY reg_set_cycle3;
                REUSE_PA: prdata <= #DLY reg_reuse;
                8'd5: prdata <= #DLY reg_acc[(0+1)*8-1:0*8];
                8'd6: prdata <= #DLY reg_acc[(1+1)*8-1:1*8];
                8'd7: prdata <= #DLY reg_acc[(2+1)*8-1:2*8];
                8'd8: prdata <= #DLY reg_acc[(3+1)*8-1:3*8];
                8'd9: prdata <= #DLY reg_acc[(4+1)*8-1:4*8];
                8'd10: prdata <= #DLY reg_acc[(5+1)*8-1:5*8];
                8'd11: prdata <= #DLY reg_acc[(6+1)*8-1:6*8];
                8'd12: prdata <= #DLY reg_acc[(7+1)*8-1:7*8];
                8'd13: prdata <= #DLY reg_acc[(8+1)*8-1:8*8];
                8'd14: prdata <= #DLY reg_acc[(9+1)*8-1:9*8];
                8'd15: prdata <= #DLY reg_acc[(10+1)*8-1:10*8];
                8'd16: prdata <= #DLY reg_acc[(11+1)*8-1:11*8];
                8'd17: prdata <= #DLY reg_acc[(12+1)*8-1:12*8];
                8'd18: prdata <= #DLY reg_acc[(13+1)*8-1:13*8];
                8'd19: prdata <= #DLY reg_acc[(14+1)*8-1:14*8];
                8'd20: prdata <= #DLY reg_acc[(15+1)*8-1:15*8];
                8'd21: prdata <= #DLY reg_acc[(16+1)*8-1:16*8];
                8'd22: prdata <= #DLY reg_acc[(17+1)*8-1:17*8];
                8'd23: prdata <= #DLY reg_acc[(18+1)*8-1:18*8];
                8'd24: prdata <= #DLY reg_acc[(19+1)*8-1:19*8];
                8'd25: prdata <= #DLY reg_acc[(20+1)*8-1:20*8];
                8'd26: prdata <= #DLY reg_acc[(21+1)*8-1:21*8];
                8'd27: prdata <= #DLY reg_acc[(22+1)*8-1:22*8];
                8'd28: prdata <= #DLY reg_acc[(23+1)*8-1:23*8];
                8'd29: prdata <= #DLY reg_acc[(24+1)*8-1:24*8];
                8'd30: prdata <= #DLY reg_acc[(25+1)*8-1:25*8];
                8'd31: prdata <= #DLY reg_acc[(26+1)*8-1:26*8];
                8'd32: prdata <= #DLY reg_acc[(27+1)*8-1:27*8];
                8'd33: prdata <= #DLY reg_acc[(28+1)*8-1:28*8];
                8'd34: prdata <= #DLY reg_acc[(29+1)*8-1:29*8];
                8'd35: prdata <= #DLY reg_acc[(30+1)*8-1:30*8];
                8'd36: prdata <= #DLY reg_acc[(31+1)*8-1:31*8];
                8'd37: prdata <= #DLY reg_acc[(32+1)*8-1:32*8];
                8'd38: prdata <= #DLY reg_acc[(33+1)*8-1:33*8];
                8'd39: prdata <= #DLY reg_acc[(34+1)*8-1:34*8];
                8'd40: prdata <= #DLY reg_acc[(35+1)*8-1:35*8];
                8'd41: prdata <= #DLY reg_acc[(36+1)*8-1:36*8];
                8'd42: prdata <= #DLY reg_acc[(37+1)*8-1:37*8];
                8'd43: prdata <= #DLY reg_acc[(38+1)*8-1:38*8];
                8'd44: prdata <= #DLY reg_acc[(39+1)*8-1:39*8];
                8'd45: prdata <= #DLY reg_acc[(40+1)*8-1:40*8];
                8'd46: prdata <= #DLY reg_acc[(41+1)*8-1:41*8];
                8'd47: prdata <= #DLY reg_acc[(42+1)*8-1:42*8];
                8'd48: prdata <= #DLY reg_acc[(43+1)*8-1:43*8];
                8'd49: prdata <= #DLY reg_acc[(44+1)*8-1:44*8];
                8'd50: prdata <= #DLY reg_acc[(45+1)*8-1:45*8];
                8'd51: prdata <= #DLY reg_acc[(46+1)*8-1:46*8];
                8'd52: prdata <= #DLY reg_acc[(47+1)*8-1:47*8];
                8'd53: prdata <= #DLY reg_acc[(48+1)*8-1:48*8];
                8'd54: prdata <= #DLY reg_acc[(49+1)*8-1:49*8];
                8'd55: prdata <= #DLY reg_acc[(50+1)*8-1:50*8];
                8'd56: prdata <= #DLY reg_acc[(51+1)*8-1:51*8];
                8'd57: prdata <= #DLY reg_acc[(52+1)*8-1:52*8];
                8'd58: prdata <= #DLY reg_acc[(53+1)*8-1:53*8];
                8'd59: prdata <= #DLY reg_acc[(54+1)*8-1:54*8];
                8'd60: prdata <= #DLY reg_acc[(55+1)*8-1:55*8];
                8'd61: prdata <= #DLY reg_acc[(56+1)*8-1:56*8];
                8'd62: prdata <= #DLY reg_acc[(57+1)*8-1:57*8];
                8'd63: prdata <= #DLY reg_acc[(58+1)*8-1:58*8];
                8'd64: prdata <= #DLY reg_acc[(59+1)*8-1:59*8];
                8'd65: prdata <= #DLY reg_acc[(60+1)*8-1:60*8];
                8'd66: prdata <= #DLY reg_acc[(61+1)*8-1:61*8];
                8'd67: prdata <= #DLY reg_acc[(62+1)*8-1:62*8];
                8'd68: prdata <= #DLY reg_acc[(63+1)*8-1:63*8];
                8'd69: prdata <= #DLY reg_acc[(64+1)*8-1:64*8];
                8'd70: prdata <= #DLY reg_acc[(65+1)*8-1:65*8];
                8'd71: prdata <= #DLY reg_acc[(66+1)*8-1:66*8];
                8'd72: prdata <= #DLY reg_acc[(67+1)*8-1:67*8];
                8'd73: prdata <= #DLY reg_acc[(68+1)*8-1:68*8];
                8'd74: prdata <= #DLY reg_acc[(69+1)*8-1:69*8];
                8'd75: prdata <= #DLY reg_acc[(70+1)*8-1:70*8];
                8'd76: prdata <= #DLY reg_acc[(71+1)*8-1:71*8];
                8'd77: prdata <= #DLY reg_acc[(72+1)*8-1:72*8];
                8'd78: prdata <= #DLY reg_acc[(73+1)*8-1:73*8];
                8'd79: prdata <= #DLY reg_acc[(74+1)*8-1:74*8];
                8'd80: prdata <= #DLY reg_acc[(75+1)*8-1:75*8];
                8'd81: prdata <= #DLY reg_acc[(76+1)*8-1:76*8];
                8'd82: prdata <= #DLY reg_acc[(77+1)*8-1:77*8];
                8'd83: prdata <= #DLY reg_acc[(78+1)*8-1:78*8];
                8'd84: prdata <= #DLY reg_acc[(79+1)*8-1:79*8];
                8'd85: prdata <= #DLY reg_acc[(80+1)*8-1:80*8];
                8'd86: prdata <= #DLY reg_acc[(81+1)*8-1:81*8];
                8'd87: prdata <= #DLY reg_acc[(82+1)*8-1:82*8];
                8'd88: prdata <= #DLY reg_acc[(83+1)*8-1:83*8];
                8'd89: prdata <= #DLY reg_acc[(84+1)*8-1:84*8];
                8'd90: prdata <= #DLY reg_acc[(85+1)*8-1:85*8];
                8'd91: prdata <= #DLY reg_acc[(86+1)*8-1:86*8];
                8'd92: prdata <= #DLY reg_acc[(87+1)*8-1:87*8];
                8'd93: prdata <= #DLY reg_acc[(88+1)*8-1:88*8];
                8'd94: prdata <= #DLY reg_acc[(89+1)*8-1:89*8];
                8'd95: prdata <= #DLY reg_acc[(90+1)*8-1:90*8];
                8'd96: prdata <= #DLY reg_acc[(91+1)*8-1:91*8];
                8'd97: prdata <= #DLY reg_acc[(92+1)*8-1:92*8];
                8'd98: prdata <= #DLY reg_acc[(93+1)*8-1:93*8];
                8'd99: prdata <= #DLY reg_acc[(94+1)*8-1:94*8];
                8'd100: prdata <= #DLY reg_acc[(95+1)*8-1:95*8];
                8'd101: prdata <= #DLY reg_pe_cache[(0+1)*8-1:0*8];
                8'd102: prdata <= #DLY reg_pe_cache[(1+1)*8-1:1*8];
                8'd103: prdata <= #DLY reg_pe_cache[(2+1)*8-1:2*8];
                8'd104: prdata <= #DLY reg_pe_cache[(3+1)*8-1:3*8];
                8'd105: prdata <= #DLY reg_pe_cache[(4+1)*8-1:4*8];
                8'd106: prdata <= #DLY reg_pe_cache[(5+1)*8-1:5*8];
                8'd107: prdata <= #DLY reg_pe_cache[(6+1)*8-1:6*8];
                8'd108: prdata <= #DLY reg_pe_cache[(7+1)*8-1:7*8];
                8'd109: prdata <= #DLY reg_pe_cache[(8+1)*8-1:8*8];
                8'd110: prdata <= #DLY reg_pe_cache[(9+1)*8-1:9*8];
                8'd111: prdata <= #DLY reg_pe_cache[(10+1)*8-1:10*8];
                8'd112: prdata <= #DLY reg_pe_cache[(11+1)*8-1:11*8];
                8'd113: prdata <= #DLY reg_pe_cache[(12+1)*8-1:12*8];
                8'd114: prdata <= #DLY reg_pe_cache[(13+1)*8-1:13*8];
                8'd115: prdata <= #DLY reg_pe_cache[(14+1)*8-1:14*8];
                8'd116: prdata <= #DLY reg_pe_cache[(15+1)*8-1:15*8];
                8'd117: prdata <= #DLY reg_pe_cache[(16+1)*8-1:16*8];
                8'd118: prdata <= #DLY reg_pe_cache[(17+1)*8-1:17*8];
                8'd119: prdata <= #DLY reg_pe_cache[(18+1)*8-1:18*8];
                8'd120: prdata <= #DLY reg_pe_cache[(19+1)*8-1:19*8];
                8'd121: prdata <= #DLY reg_pe_cache[(20+1)*8-1:20*8];
                8'd122: prdata <= #DLY reg_pe_cache[(21+1)*8-1:21*8];
                8'd123: prdata <= #DLY reg_pe_cache[(22+1)*8-1:22*8];
                8'd124: prdata <= #DLY reg_pe_cache[(23+1)*8-1:23*8];
                8'd125: prdata <= #DLY reg_pe_cache[(24+1)*8-1:24*8];
                8'd126: prdata <= #DLY reg_pe_cache[(25+1)*8-1:25*8];
                8'd127: prdata <= #DLY reg_pe_cache[(26+1)*8-1:26*8];
                8'd128: prdata <= #DLY reg_pe_cache[(27+1)*8-1:27*8];
                8'd129: prdata <= #DLY reg_pe_cache[(28+1)*8-1:28*8];
                8'd130: prdata <= #DLY reg_pe_cache[(29+1)*8-1:29*8];
                8'd131: prdata <= #DLY reg_pe_cache[(30+1)*8-1:30*8];
                8'd132: prdata <= #DLY reg_pe_cache[(31+1)*8-1:31*8];
                8'd133: prdata <= #DLY reg_pe_cache[(32+1)*8-1:32*8];
                8'd134: prdata <= #DLY reg_pe_cache[(33+1)*8-1:33*8];
                8'd135: prdata <= #DLY reg_pe_cache[(34+1)*8-1:34*8];
                8'd136: prdata <= #DLY reg_pe_cache[(35+1)*8-1:35*8];
                8'd137: prdata <= #DLY reg_alarm;
                default: prdata <= #DLY 'd0;
            endcase
        end
        else begin 
            prdata <= #DLY 'd0;
        end
    end
end
endmodule
module  REG_RW(
clk           ,
rst_n         ,
wen           ,
din           ,
dout           
);
parameter     INI = 8'h0  ;
parameter     DLY = 1      ;
input              clk     ;
input              rst_n   ;
input              wen     ;
input   [7:0]     din     ;
output  [7:0]     dout    ;
reg     [7:0]     mem     ;
wire    [7:0]     dout    ;
always @(negedge rst_n or posedge clk) begin
    if(rst_n == 1'b0) begin
        mem <= INI;
    end
    else begin
        if (wen == 1'b1) begin
            mem <= #DLY din;
        end
    end
end
assign dout = mem;
endmodule
==> ./run.sh <==
#!/bin/bash
# OpenROAD 26Q1-2900-gdf79404cd8, Yosys 0.63+post, stock flow scripts
make -C /OpenROAD-flow-scripts/flow DESIGN_CONFIG=/design/flow/config.mk WORK_HOME=/design/flow/orfs finish
==> ./config.mk <==
export PLATFORM = sky130hd
export DESIGN_NAME = pe_cell_reg_inf
export DESIGN_NICKNAME = pe_cell_reg_inf
export VERILOG_FILES = /design/flow/design.v
export SDC_FILE = /design/flow/constraint.sdc
export NUM_CORES = 4
export LEC_CHECK = 1
export CORE_AREA = 10 10 436 436
export DIE_AREA = 0 0 446 446
==> ./constraint.sdc <==
current_design pe_cell_reg_inf

set clk_period 2.0
set clk_io_pct 0.2

create_clock -name clk0 -period $clk_period [get_ports {clk}]

set non_clock_inputs [all_inputs -no_clocks]
set_input_delay [expr $clk_period * $clk_io_pct] -clock clk0 $non_clock_inputs
set_output_delay [expr $clk_period * $clk_io_pct] -clock clk0 [all_outputs]
==> GITHUB_STEP_SUMMARY <==
### Metrics collected by this job

| Metric | Value |
|---|---|
| Worst slack, placed | -2.679 ns |
| Crit path time final | 3.032 ns |
| Register area share after synthesis | 12.62% |
| H-tree Lvls | 2 |
| Synth Instances | 1306 |
| Reg2reg setup slack | -0.40 ns |
| Clock power frac | 14.7% |
| Peak supply drop | 298.2 uV |
| DRT antenna net count | 0 |
| Clock Tree Root | clkbuf_16 |
| Status | finished with violations |
| GP Congestion | 1.099 |
| Fmax | 0.3298 GHz |
| Setup Skew | 0.01092 ns |
| Worst path slowest cell | nand4_1 |
| Width of the die | 446 um |
| Failing checks | negative setup slack |
| Leakage Power | 13.69 nW |
| Clk latency late pin | 0.34 ns |
| Syn-to-layout area delta | 264.5% |
| Final tally of setup violations | 49 |
| Seq pwr share | 15.1% |
| Combinational Power Share | 70.2% |
| Post-CTS Hold Fix Bufs | 0 |
| Yosys warnings | 6 |
| Sw Ratio | 38.98% |
| GRT Util Overall | 32.33% |
| Dominant Register Cell | dfrtp_1 |
| Fin area | 35010 um^2 |
| Input/output buffers | 1132 |
| Max_slew headroom | 40.79% |
| Yosys chip area | 9604 um^2 |
| DRT iter0 DRCs | 2510 |
| Critical-path cell list | buf_12, buf_12, buf_12, or4bb_4, nor2_2, buf_4, a22oi_2, buf_4, nand4_1, nor3_4, nand4_1, o21ba_1 |
| Critical Path Sink Type | flop |
| Arr. time, crit path | 3.25 ns |
| PwrDens | 193.1 nW/um^2 |
| Hold WC Path Type | primary input to async pin |
| Actual slew at the worst max-slew pin | 0.8881 ns |
| Vias in the first global route | 25240 |
| Fin. Hold Viols | 0 |
| Tool warnings | 28 |
| Post-synth EDFFs | 0 |
| Largest net degree at the start of global routing | 31 |
| Setup Crit Path Kind | primary input to flop |
| Detailed placement HPWL | 303.2 mm |
| First-pass GRT wire length | 387.4 mm |
| #FFs+latches synth | 48 |
| Mean Syn Cell Area | 7.354 um^2 |
| Chip Height | 446 um |
| Reg2reg end | prdata[7]$_DFF_PN0_ |
| Drt total wl | 332.4 mm |
| RSZ-0062 raised after global routing | yes |
| Fp_density | 5.319% |
| Ratio of cells with drive above 1 in the final layout | 36.56% |
| Vias | 25940 |
| Async S/R FF share, synth | 100.0% |
| Avg Vias per Cell | 4.489 |
| Clk sinks | 48 |
| CP max FO | 8 |
| Initial antenna violation count | 352 |
| DR pass1 iterations | 7 |
| Max Cap Viol | 0 |
| Mapped Area | 9604 um^2 |
| Max clock buf depth | 2 |
| Reg2reg path depth | 5 |
| Worst EP required | 2.22 ns |
| Die area | 198900 um^2 |
| Distinct lib cells | 66 |
| Hold_ws | 0.02739 ns |
| Period utilization | 151.6% |
| Drc violations | 0 |
| Reg2reg start | U_REG_RW_REG_REUSE.mem[7]$_DFFE_PN0P_ |
| Total power | 6.760 mW |
| Wirelength per Cell | 57.54 um |
| Worst path max stage delay | 0.60 ns |
| Psw | 2.635 mW |
| Startpoint types | primary input |
| GRT overflow | 0 |
| Placed instance area | 31250 um^2 |
| CTS tree | done |
| Clock Pin Slew Worst Setup and Hold Paths | 0.07 ns |
| Core area | 180500 um^2 |
| Max Slew Vio Count | 0 |
| Core Util, Final | 19.39% |
| Inserted Clock Buffers | 5 |
| Crit path top cell by count | buf_12 |
| Yosys stat cell total | 1306 |
| Final setup margin | -1.032 ns |
| Fillers | 19980 |
| Num ports | 1134 |
| Site row count | 156 |
| Pint | 4.124 mW |
[sequential cells by signal (all words and copies together), names as in the netlist]
signal	flops
U_REG_RW_REG_REUSE.mem	8
U_REG_RW_REG_SET_CYCLE0.mem	8
U_REG_RW_REG_SET_CYCLE1.mem	8
U_REG_RW_REG_SET_CYCLE2.mem	8
prdata	8
U_REG_RW_REG_SET_CYCLE3.mem	8
[power by group through the flow]
stage	clock network (mW)	logic, mW	registers (mW)
after global routing	1.01	4.75	1.02
final	0.993	4.75	1.02
after CTS	1.01	4.60	1.02
[layer usage]
layer  vias to the layer above  GRT usage (%)  wire (um)  part of all wire [%]
met5                         -              0       1238                  0.37
met4                       198          24.87      31970                   9.6
met2                      1938          50.05     148900                    45
li1                       9744              -          -                     -
met1                     13180          36.87     122300                    37
met3                       875          10.35      27940                   8.4
[layout make-up]
type / count / area (um^2) / share of cell area [%]
Clock inverter: 2 / 16.27 / 0.04646
Antenna cell: 141 / 352.8 / 1.008
Clock buffer: 6 / 128.9 / 0.3681
Tap cell: 2370 / 2965 / 8.470
Multi-Input combinational cell: 1174 / 9537 / 27.24
Sequential cell: 48 / 1212 / 3.463
Timing Repair Buffer: 2036 / 20800 / 59.40
[Yosys cell counts (3+ instances only)]
cell type | n | area share, %
a2111oi_0 | 25 | 2.3
a21oi_1 | 22 | 1.1
a221o_1 | 4 | 0.42
a221oi_1 | 21 | 1.9
a222oi_1 | 15 | 1.6
a22o_1 | 39 | 3.6
a22oi_1 | 394 | 31
a2bb2oi_1 | 3 | 0.27
a32o_1 | 5 | 0.52
a32oi_1 | 21 | 1.9
and3_1 | 76 | 5.0
and4_1 | 6 | 0.55
and4b_1 | 5 | 0.52
buf_1 | 11 | 0.43
buf_2 | 11 | 0.57
buf_4 | 5 | 0.39
buf_6 | 6 | 0.70
clkbuf_1 | 52 | 2.0
dfrtp_1 | 39 | 10
dfstp_2 | 9 | 2.5
mux2_2 | 40 | 4.7
mux2i_1 | 3 | 0.31
nand2_1 | 97 | 3.8
nand3_1 | 36 | 1.9
nand4_1 | 50 | 3.3
nand4b_1 | 3 | 0.27
nand4bb_1 | 5 | 0.59
nor2_1 | 142 | 5.5
nor3_1 | 18 | 0.94
nor3_2 | 5 | 0.52
nor4_1 | 42 | 2.7
nor4b_1 | 8 | 0.73
nor4bb_1 | 9 | 0.94
o21ai_0 | 9 | 0.47
o21ba_1 | 4 | 0.42
o22ai_1 | 17 | 1.1
or4_1 | 6 | 0.47
or4b_1 | 7 | 0.73
or4bb_1 | 3 | 0.35
[logic make-up after synthesis]
family | count (synthesis) | share of synthesized area, %
other | 1 | 0.03905
flip-flops | 48 | 12.62
XOR/XNOR | 2 | 0.1824
AND/OR/NAND/NOR | 532 | 30.20
multiplexers | 43 | 5.003
buffers and inverters | 85 | 4.130
AND-OR/OR-AND | 595 | 47.82
[cells in the final DEF (no fill, tap or decap), drive strengths merged, types with 22 or more instances in the layout]
cell type      instances
a2111oi               25
a21oi                 22
a22o                  39
a22oi                394
and3                  76
buf                  909
clkdlybuf4s50       1120
dfrtp                 39
diode                141
mux2                  40
nand2                 97
nand3                 36
nand4                 51
nor2                 144
nor3                  23
nor4                  42
[how the worst max path moves through the flow]
stage	startpoint	endpoint	slack [ns]	cells after the start
CTS	paddr[7]	prdata[7]$_DFF_PN0_	-0.97	15
global route	paddr[2]	prdata[1]$_DFF_PN0_	-0.94	12
finish	paddr[2]	prdata[7]$_DFF_PN0_	-1.03	12
[worst max-delay path: cells and delay by family]
family / cells / cell delay (ns)
buffers and inverters: 5 / 0.77
AND-OR/OR-AND: 2 / 0.54
AND/OR/NAND/NOR: 5 / 1.47
[stage by stage]
step                      TNS [ns]  cells
after floorplan             -25.43   1306
after global placement      -60.98   5484
after detailed placement    -57.63   5487
after CTS                   -21.92   5602
after global routing        -24.56   5724
final                       -23.78   5777
[what timing repair did]
action,in CTS,in global routing
pin swaps,64,46
gates resized,414,84
endpoints found under the setup margin,51,48
gates cloned,9,2
buffers inserted,101,37
Power and IR drop assume default switching activity.
